==> design/flow/design.v <==
module roundrobin_fixedtimeslice(
	input clk,
	input rst_n,
	input [3:0] REQ,
	output reg [3:0] GNT
);
	reg [2:0] present_state;
	reg [2:0] next_state;
	parameter [2:0] S_ideal = 3'b000;
	parameter [2:0] S_0 = 3'b001;
	parameter [2:0] S_1 = 3'b010;
	parameter [2:0] S_2 = 3'b011;
	parameter [2:0] S_3 = 3'b100;
  always @ (posedge clk or negedge rst_n)  
		begin
         		 if(!rst_n)
			present_state <= S_ideal;
			else
				present_state <= next_state;
			end
  always @(*)  
		begin
			case(present_state)
			S_ideal : begin
				if(REQ[0])
				begin
				next_state = S_0;
				end
				else if(REQ[1])
				begin
				next_state = S_1;
				end
				else if(REQ[2])
				begin
                                next_state = S_2;
				end
				else if(REQ[3])
				begin
				next_state = S_3;
				end
				else
				begin
				next_state = S_ideal;
				end
				end  
			S_0 : begin
				if(REQ[1])	
				begin
				next_state = S_1;
				end
				else if(REQ[2])
				begin
				next_state = S_2;
				end
				else if(REQ[3])
				begin
				next_state = S_3;
				end
				else if(REQ[0])
				begin
				next_state = S_0;
				end
				else
				begin
				next_state = S_ideal;
				end
				end  
			S_1 : begin
				if(REQ[2])
				begin	
				next_state = S_2;
				end
				else if(REQ[3])
				begin
				next_state = S_3;
				end
                            	else if(REQ[0])
				begin
				next_state = S_0;
				end
				else if(REQ[1])
				begin
				next_state = S_1;
				end
				else
				begin
				next_state = S_ideal;
				end
				end  
			S_2 : begin
				if(REQ[3])
				begin
				next_state = S_3;
				end
				else if(REQ[0])
				begin
				next_state = S_0;
				end
				else if(REQ[1])
				begin
				next_state = S_1;
				end
				else if(REQ[2])
				begin
				next_state = S_2;
				end
				else		
				begin
				next_state = S_ideal;
				end
				end  
			S_3 : begin
				if(REQ[0])
                                begin
				next_state = S_0;
				end
				else if(REQ[1])
				begin
				next_state = S_1;
				end
				else if(REQ[2])
				begin
				next_state = S_2;
				end
				else if(REQ[3])
				begin
				next_state = S_3;
				end
				else
				begin
				next_state = S_ideal;
				end
				end  
			default : begin
				if(REQ[0])
				begin
				next_state = S_0;
				end
				else if(REQ[1])
				begin
				next_state = S_1;
				end
				else if(REQ[2])
				begin
				next_state = S_2;
				end
				else if(REQ[3])
				begin
				next_state = S_3;
				end
				else
				begin
				next_state = S_ideal;
				end
				end  
			endcase  
  end
  always @(*)  
	begin
	case(present_state)
		S_0 : begin GNT = 4'b0001; end
		S_1 : begin GNT = 4'b0010; end
		S_2 : begin GNT = 4'b0100; end
		S_3 : begin GNT = 4'b1000; end
		default : begin GNT = 4'b0000; end
	endcase
  end
endmodule  
==> design/flow/run.sh <==
#!/bin/bash
# OpenROAD 26Q1-2900-gdf79404cd8, Yosys 0.63+post, stock flow scripts
make -C /OpenROAD-flow-scripts/flow DESIGN_CONFIG=/design/flow/config.mk WORK_HOME=/design/flow/orfs finish
==> design/flow/config.mk <==
export PLATFORM = sky130hd
export DESIGN_NAME = roundrobin_fixedtimeslice
export DESIGN_NICKNAME = roundrobin_fixedtimeslice
export VERILOG_FILES = /design/flow/design.v
export SDC_FILE = /design/flow/constraint.sdc
export NUM_CORES = 4
export LEC_CHECK = 1
export CORE_AREA = 10 10 70 70
export DIE_AREA = 0 0 80 80
==> design/flow/constraint.sdc <==
current_design roundrobin_fixedtimeslice

set clk_period 1.6
set clk_io_pct 0.2

create_clock -name clk0 -period $clk_period [get_ports {clk}]

set non_clock_inputs [all_inputs -no_clocks]
set_input_delay [expr $clk_period * $clk_io_pct] -clock clk0 $non_clock_inputs
set_output_delay [expr $clk_period * $clk_io_pct] -clock clk0 [all_outputs]
==> results.txt <==
Post-CTS sizing = 0
Critical Path Max Stage Delay = 0.49 ns
DR pass1 iterations = 3
Leakage power = 0.158 nW
Die area = 0.00640 mm^2
Outcome = completed
Critical path fanouts, max = 4
Pin count of the biggest net entering global routing = 7
Cycle use final = 0.906
RSZ-0062 raised after global routing = no
Crit path time final = 1.45 ns
Largest regs = present_state: 5 flops
Wire per inst = 7.62 um
Top delay family on crit path = buffers and inverters
Min Hold Slack = 0.298 ns
Layout cells sized above 1 = 0.222
DRC viols = 0
Async SR Flop Fraction = 1.00
Synth cell types = 19
WP data arrival = 1.13 ns
Log Warnings = 25
Worst-path cell chain = clkdlybuf4s50_1
Comb area leader = simple AND/OR/NAND/NOR gates
Yosys simple share = 0.244
MaxCap Viol Count = 0
Ao+oa area frac = 0.201
Top cells by area = dfrtp_1, dfstp_2, clkbuf_1
Global route total overflow = 0
Cell taking the most area after synthesis = dfrtp_1
Top cell area share = 0.383
Top reg by flops = present_state
Total power = 0.364 mW
Number of setup buffers added after CTS = 0
Total wire length = 625 um
Number of diodes = 0
Post-synthesis instance total = 27
Slew HR = 0.848
Power density cells = 865 mW/mm^2
Via density = 2.71
FMAX = 690 MHz
Row count = 21
Crit path DRT = 1.28 ns
Final TNS setup = 0 ns
Fin Clk Skew = 0.00350 ns
Cts bufs inserted = 3
CP Class = flip-flop to primary output
Crit. End Element = primary output
Buffer-and-inverter tally for the worst setup path = 1
Initial antenna violation count = 0
Slew Viols, Final = 0
Adder share = 0
Yosys stat area = 262 um^2
Commonest cells post-synth = clkbuf_1, dfrtp_1, nand2_1, nand2b_1
Clock root cell = clkbuf_4
Routed Antenna Nets = 0
Top FF cell, synth = dfrtp_1
Die Wd = 80 um
Via count = 222
CP startpoint kind = flip-flop
Number of H-tree levels = 1
Core Box Area = 0.00342 mm^2
Ports = 10
Post-Syn Area = 262 um^2
Final design utilization = 0.123
Worst-Margin Slew = 0.227 ns
Fillers = 399
HP Class = primary input to asynchronous set/reset pin
Final setup violation count = 0
Clk Latency, worst-skew pair = 0.24 ns
Post-detail-place hpwl = 499 um
Xor and xnor area share after synthesis = 0
Gpl congestion = 0.748
Starting density of the core = 0.0766
Number of enable flip-flop cells = 0
Clock-pin slew on the worst setup and hold paths = 0.04 ns
Ys flops = 5
First-pass GRT wire length = 1100 um
CTS tree = done
All-layer global routing usage = 0.0212
Syn. warnings = 1
CP max stage cell = clkdlybuf4s50_1
Fin. Hold Viols = 0
Max reg flops = 5
Initial DRC Count = 38
Yosys Instances = 27
Area growth syn-to-layout = 60.8%
Port Buffer Count = 9
Seq share, synth = 0.483
Syn avg cell area = 9.69 um^2
VDD IR max = 241 uV
Cts hold-fix bufs = 0
CTS max path bufs = 2
Mux frac, synth = 0
Sink Count = 5
Vias in the first global route = 233
DIE HEIGHT = 80 um
## cells by family after synthesis
| logic type | Yosys count |
|---|---|
| AND/OR/NAND/NOR | 11 |
| AND-OR/OR-AND | 6 |
| flip-flops | 5 |
| buffers and inverters | 5 |
## metal layers
| layer | global-route usage | routed length, um | vias to the layer above |
|---|---|---|---|
| li1 | - | - | 109 |
| met1 | 0.0255 | 267 | 102 |
| met2 | 0.0313 | 280 | 9 |
| met3 | 0.0136 | 63 | 2 |
| met4 | 0.00352 | 12 | 0 |
| met5 | 0 | 0 | - |
## where the power goes
| group | switching (mW) | total [mW] | internal (mW) |
|---|---|---|---|
| clock | 0.0504 | 0.145 | 0.0942 |
| combinational | 0.0237 | 0.0698 | 0.0461 |
| sequential | 0.0107 | 0.149 | 0.138 |
## metrics by stage
stage          setup slack (ns)  instance area [um^2]  cells
4_1_cts                   0.147                   420     82
2_1_floorplan             0.632                   262     27
5_1_grt                  0.0908                   420     82
6_report                  0.151                   420     82
3_3_place_gp              0.178                   394     78
3_5_place_dp              0.165                   394     78
## worst paths after layout
check,depth (start not counted),slack (ns),end,startpoint
worst max-delay path,1,0.15,GNT[1],present_state[2]
worst min-delay path,1,0.30,present_state[1],rst_n
worst max register to register,3,0.55,present_state[4],present_state[1]
worst min register to register,1,0.56,present_state[2],present_state[3]
max in group asynchronous,1,1.05,present_state[0],rst_n
min in group clk0,1,0.56,present_state[2],present_state[3]
## final cells by class
type,instances,area [um^2],area share
Sequential cell,5,126,0.301
Multi-Input combinational cell,17,116,0.277
Timing Repair Buffer,9,90.1,0.214
Tap cell,46,57.6,0.137
Clock buffer,4,26.3,0.0625
Inverter,1,3.75,0.00893
## placed cells by master, fill, tap and decap left out
cell             count
o211ai_2             1
o21a_1               1
o311a_2              1
or2_4                1
clkbuf_1             1
inv_1                1
a221o_1              1
clkbuf_4             3
and2_1               1
clkdlybuf4s50_1      9
nor2b_1              1
nand2_1              2
a31oi_1              1
a21oi_1              1
nor2_1               1
nand2b_1             2
nor3b_1              1
nor2_2               1
dfstp_2              1
dfrtp_1              4
nor3_1               1
Power figures rest on the tool's default switching activity, not on a simulated workload.
